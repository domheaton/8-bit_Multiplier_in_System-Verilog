==> design.v <==
module adder#(parameter n=8) (input logic[n-1:0] A,M, output logic C, output logic [n-1:0] Sum);
 assign 
{C,Sum} = {1'b0,A} + {1'b0,M};
endmodule
==> run.sh <==
#!/bin/bash
# OpenROAD 26Q1-2900-gdf79404cd8, Yosys 0.63+post, stock flow scripts
make -C /OpenROAD-flow-scripts/flow DESIGN_CONFIG=/design/flow/config.mk WORK_HOME=/design/flow/orfs finish
==> config.mk <==
export PLATFORM = sky130hd
export DESIGN_NAME = adder
export DESIGN_NICKNAME = adder
export VERILOG_FILES = /design/flow/design.v
export SDC_FILE = /design/flow/constraint.sdc
export NUM_CORES = 4
export LEC_CHECK = 1
export CORE_AREA = 10 10 70 70
export DIE_AREA = 0 0 80 80
==> constraint.sdc <==
current_design adder

set clk_period 8.4
set clk_io_pct 0.2

create_clock -name clk0 -period $clk_period

set non_clock_inputs [all_inputs -no_clocks]
set_input_delay [expr $clk_period * $clk_io_pct] -clock clk0 $non_clock_inputs
set_output_delay [expr $clk_period * $clk_io_pct] -clock clk0 [all_outputs]
==> reports/results.tsv <==
stage	metric	value	unit
status	status	completed	
power_and_ir_drop	Power Total	44.33	µW
setup_path	CP Buf/Inv Count	2	
global_route	GRT Overall Usage	0.03170	
placement	Port Buffers	25	
timing	RSZ-0062 raised after global routing	no	
setup_path	CP delay by family, top	buffers and inverters	
timing	Setup WS post-layout	2.949	ns
timing	hold slack	4.387	ns
floorplan	std cell rows	21	
placement	Placed Area	631.9	µm²
timing	minimum clock period	5.451	ns
detailed_routing	Via density	3.522	
detailed_routing	Routed wire per std cell	9.823	µm
placement	dpl ws	2.940	ns
timing	Tcrit/Tclk final	0.6489	
detailed_routing	routed vias	398	
yosys	cell total in the yosys stat output	42	
setup_path	CP Max Fanout	2	
global_route	largest net degree at the start of global routing	7	
setup_path	slowest cell on the critical path	clkdlybuf4s50_1	
cells_and_area	FFs & Latches	0	
detailed_routing	routed wire length	1.110	mm
yosys	yosys synthesis chip area	324.1	µm²
cells_and_area	post-route cell area	631.9	µm²
cells_and_area	Area Growth Syn to Fin	94.98	%
yosys	Synth cell types	20	
placement	post-DP HPWL	1.017	mm
run	OpenROAD warning count	32	
yosys	synth warn	0	
detailed_routing	initial DRC count	13	
timing	worst-margin pin slew	0.3473	ns
global_route	first-pass GRT wire length	1.711	mm
global_route	grt ovf	0	
detailed_routing	post-route ant nets	0	
timing	Setup TNS Final	0	ns
yosys	Synth top area share	0.3089	
setup_path	worst path arrival time	3.77	ns
floorplan	FP Util	0.09487	
yosys	most numerous cell in the Yosys netlist	ha_1	
clocking	post-CTS setup buffer count	0	
floorplan	core area	3416	µm²
global_route	initial antenna violation count	0	
yosys	top cells by count	ha_1, a21oi_1, nand2_1	
power_and_ir_drop	PD cells	70.16	nW/µm²
yosys	Post-synth seq share	0	
timing	Final Hold Violation Tally	0	
yosys	Netlist Area Pre-Place	324.1	µm²
yosys	Synth area leader	ha_1	
power_and_ir_drop	LEAKAGE	0.0002547	µW
cells_and_area	layout cells sized above 1	0.01493	
clocking	cts hold-fix bufs	0	
setup_path	crit path kind	primary input to primary output	
yosys	Mapped Cells	42	
yosys	Avg Inst Size Synth	7.716	µm²
floorplan	Ports	25	
cells_and_area	Reg area	0	µm²
setup_path	CP required	6.72	ns
timing	max_slew headroom	0.7625	
floorplan	Die Y	80	µm
timing	max frequency	183.5	MHz
clocking	CTS resizes	0	
detailed_routing	DRC Markers	0	
floorplan	full die area	6400	µm²
placement	GP Congestion	0.7418	
power_and_ir_drop	Max VDD drop	28.03	µV
detailed_routing	First-pass DRT Iterations	3	
setup_path	max incr delay on CP	0.49	ns
yosys	main area contributors	ha_1, a21oi_1, a311o_1	
setup_path	Worst Setup Start Kind	primary input	
detailed_routing	ANT cells	0	
global_route	vias in the first global route	379	
hold_path	Hold WC Path Type	primary input to primary output	
run	Max Cap Viol	0	
timing	final setup fails	0	
floorplan	chip width	80	µm
setup_path	crit-path cells	clkdlybuf4s50_1 > ha_1 > fa_1 > a21oi_1 > nor2_1 > nor2_1 > xnor2_1 > clkdlybuf4s50_1	
cells_and_area	Fill cells	382	
cells_and_area	clock buffer count	0	
setup_path	Critical Path End Type	primary output	
timing	Pins Over Slew Limit	0	
stage by stage:
step / std cells / utilization
after floorplan: 42 / -
after global placement: 113 / 0.1850
after detailed placement: 113 / 0.1850
after CTS: 113 / 0.1850
after global routing: 113 / 0.1850
final: 113 / 0.1850
final timing paths:
path              startpoint  slack, ns  endpoint  cells past startpoint
hold / removal          M[0]       4.39    Sum[0]                      3
setup / recovery        A[0]       2.95    Sum[6]                      8
where the power goes:
group	switching (µW)	leakage, µW	total (µW)	internal [µW]
Sequential	0	0	0	0
Clock	0	0	0	0
Combinational	15.3	0.000255	44.3	29.0
cells in the final DEF (no fill, tap or decap), types with 2 or more instances in the layout:
| master | Yosys | layout |
|---|---|---|
| clkdlybuf4s50_1 | 0 | 25 |
| ha_1 | 8 | 8 |
| a21oi_1 | 5 | 5 |
| nand2_1 | 3 | 3 |
| a21o_1 | 2 | 2 |
| nand3_1 | 2 | 2 |
| nor2_1 | 2 | 2 |
| inv_1 | 2 | 2 |
| nor2b_1 | 2 | 2 |
| nor3_1 | 2 | 2 |
| xnor2_1 | 2 | 2 |
| a311o_1 | 2 | 2 |
| xor2_1 | 2 | 2 |
final cells by class:
type / instances / area (µm²) / area share
multi-input cells: 39 / 312.8 / 0.4950
inverters: 3 / 11.26 / 0.01782
well taps: 46 / 57.56 / 0.09109
repair buffers: 25 / 250.2 / 0.3960
layer usage:
metal,global-route usage,wire [µm]
met1,0.04907,588
met2,0.04254,421
met4,0,0
met5,0,0
met3,0.01136,100
cell families after synthesis:
| logic type | share of synthesized area |
|---|---|
| compound gates | 0.2780 |
| xor+xnor | 0.1081 |
| fa+ha+maj | 0.3707 |
| buf+inv | 0.03475 |
| mux | 0.03089 |
| simple gates | 0.1776 |
Power figures rest on the tool's default switching activity, not on a simulated workload.

--- design/flow/config.mk ---
export PLATFORM = sky130hd
export DESIGN_NAME = counter
export DESIGN_NICKNAME = counter
export VERILOG_FILES = /design/flow/design.v
export SDC_FILE = /design/flow/constraint.sdc
export NUM_CORES = 4
export LEC_CHECK = 1
export CORE_AREA = 10 10 76 76
export DIE_AREA = 0 0 86 86
--- design/flow/constraint.sdc ---
current_design counter

set clk_period 2.8
set clk_io_pct 0.2

create_clock -name clk0 -period $clk_period [get_ports {osc_clk}]

set non_clock_inputs [all_inputs -no_clocks]
set_input_delay [expr $clk_period * $clk_io_pct] -clock clk0 $non_clock_inputs
set_output_delay [expr $clk_period * $clk_io_pct] -clock clk0 [all_outputs]
--- design/flow/design.v ---
module counter #(parameter n = 21) (input logic osc_clk, output logic clock);
logic [n-1:0] count;
always_ff @(posedge osc_clk) begin
 count <= count + 1;
end
assign clock = count[n-1];
endmodule
--- design/flow/run.sh ---
#!/bin/bash
# OpenROAD 26Q1-2900-gdf79404cd8, Yosys 0.63+post, stock flow scripts
make -C /OpenROAD-flow-scripts/flow DESIGN_CONFIG=/design/flow/config.mk WORK_HOME=/design/flow/orfs finish
==> run summary <==
The implementation run finished. Number of buffers inserted by post-CTS setup repair landed at 0. First-pass detailed-route iteration total landed at 3. Number of global-route vias before repair landed at a little over 500. Count of cells along the worst register-to-register path landed at 5. Static leakage landed at between 0.2 and 0.3 nW. The worst setup path is captured at a register. Non-filler instance count after layout landed at between 100 and 150. Clock latency on the worst-skew pair, taken at its later pin, is about 250 ps. Site row count landed at 23. Summing every instance area after synthesis gives roughly 800 um^2.

Per the detail_route report, DRC violations left total 0. Synthesized instance count landed at 75. Floorplan core area landed at about 4000 um^2. Mean area per synthesized cell landed at 10.5 um^2.

Once detailed placement completed, the half-perimeter wirelength came to 838 um. Power spread over the standard cell area amounts to ~540 nW/um^2. Number of antenna violations at the first check in global routing landed at 0. DRC violation total after the first TritonRoute iteration landed at 14.

Count of endpoints failing setup in the final report landed at 0. The root buffer cell chosen for the clock tree is sky130_fd_sc_hd__clkbuf_8. Aggregate global routing overflow landed at 0. According to the timing report, the arrival time at the worst endpoint equals approximately 1900 ps. Overall die area landed at 7400 um^2. For reference, the top cells by area after synthesis are sky130_fd_sc_hd__dfxtp_1 53%, sky130_fd_sc_hd__xnor2_1 14%, sky130_fd_sc_hd__xor2_1 5.5%, sky130_fd_sc_hd__nand3_1 5.1%, sky130_fd_sc_hd__nand4_1 3.2%. Overall routing resource usage recorded by global route was 0.0314.

For hold timing, the worst endpoint is count[0]. Of the available clock period, the critical path in the final layout requires 0.628. Highest fanout seen on the critical path landed at 4.

The area taken by multi-input combinational cells is reported as about 360 um^2. The placed instances occupy a cell area of roughly 860 um^2. Initial core utilization landed at 0.192.

The clock arrives with approximately 2.6 ps of skew. Looking at the setup timing report, the critical path kind is reg -> reg. Post-synthesis sequential element count landed at 21.

By instance count after routing, the leading logic cell type is sky130_fd_sc_hd__dfxtp_1. In this run, post-CTS repair resized a total of 0 instances. TritonCTS built the clock tree.

The buffer_ports step reported a buffer count of 1. The registers reported with the highest flop counts are count: 21 flops. Number of top-level pins landed at 2. Area taken by flip-flops and latches landed at roughly 420 um^2. Measured against its own limit, the worst slew margin works out to 0.606.

Final weighted congestion in routability-driven placement landed at around 0.76. According to the floorplan report, the die height is 86 um. The routed layout has between 500 and 600 vias.

Setup repair after global routing left no endpoint under its margin. Final number of max-transition violations landed at 0. Looking at hold timing, the worst path starts from count[0]. Data required time at the worst endpoint landed at 2950 ps.

At the pin with the least slew margin, the transition time is ~590 ps. The warning tally printed by Yosys for this design is 1. The slowest stage of the critical path is the sky130_fd_sc_hd__or4_4 cell. In this run the maximum-capacitance check reported violations numbering 0. Number of hold buffers added after cts landed at 0.

Layout overhead on the synthesized area landed at 15.1%. The run finished with clean final reports. In the post-route report, total wirelength is listed as around 1200 um. The final timing report lists a hold violation count of 0.

Post-detailed-route via-to-cell ratio landed at roughly 3.9. In the final layout, the fill cell count is approximately 430. The worst register-to-register path begins at count[0]. Yosys-reported design area after synthesis landed at between 700 and 800 um^2. VDD sags by at most ~0.30 mV.

STA reports a reg2reg setup slack of ~1000 ps. In the layout the commonest cells are 21 x sky130_fd_sc_hd__dfxtp_1, 13 x sky130_fd_sc_hd__xnor2_1, 8 x sky130_fd_sc_hd__nand3_1, 6 x sky130_fd_sc_hd__nand2_1, 5 x sky130_fd_sc_hd__xor2_1. Number of antenna diodes landed at 0. The largest single stage delay on the critical path is about 430 ps. STA classifies the critical path startpoint as a register. In this design, the largest share of critical-path delay is due to simple AND/OR/NAND/NOR gates. Number of buffers on the longest clock path landed at 2.

The clock net in this run drives a total of 21 sinks. The script logs the mean routed wire length per placed instance as 8.85 um. Flip-flop count of the largest register after layout landed at 21. The layout summary lists the proportion of cells stronger than drive strength 1 as 0.100. The signal on the critical path passes through ha_1 -> inv_1 -> or3_4 -> or4_4 -> xnor2_2. Yosys stat cell total landed at around 75.

Ranked by flip-flop count, first place goes to count. Pin count of the biggest net entering global routing landed at 13. For the final routed database, the setup TNS stands at 0 ps. Across all hold checks on the routed design, the worst slack comes to about 420 ps. Across all stage logs, warnings added up to 25. The first global-routing pass estimated slightly above 2000 um of wire. Counting distinct cell types in the post-synthesis netlist gives 17. After detailed placement, the design holds a cell count of roughly 130. Looking at area per cell type in the netlist, the leader is sky130_fd_sc_hd__dfxtp_1. For the worst reg-to-reg path, the endpoint reported by OpenROAD is count[18]. In this run the worst hold path is classified as reg -> reg. Number of buffers and inverters on the critical path landed at 1. Width of the chip landed at 86 um.

Of the synthesized area, sequential elements account for 0.532. Area share of the largest cell type after synthesis landed at 0.532. TritonCTS buffer count landed at 3. Number of nets still failing antenna checks after routing landed at 0.

Hold analysis shows the worst path with a depth of 1. The final timing report derives a shortest allowable period of roughly 1800 ps. The finished cells cover roughly 910 um^2. CTS clock-pin slew for the worst setup and hold paths landed at 70 ps.

CTS built an H-tree with a depth of 1. For this run, the top clock speed supported by timing is between 500 and 600 MHz.
layout make-up:
type / count / area share
timing repair buffer: 1 / 0.0110
sequential: 21 / 0.463
multi-input combinational: 51 / 0.394
inverter: 3 / 0.0124
tap: 50 / 0.0689
clock inverter: 1 / 0.00551
clock buffer: 3 / 0.0455
Yosys cell counts:
cell type / count
sky130_fd_sc_hd__nand3_1: 8
sky130_fd_sc_hd__nand3b_1: 1
sky130_fd_sc_hd__or4_4: 1
sky130_fd_sc_hd__inv_1: 3
sky130_fd_sc_hd__xnor2_2: 1
sky130_fd_sc_hd__or3_4: 1
sky130_fd_sc_hd__nand4_1: 4
sky130_fd_sc_hd__nor4_1: 1
sky130_fd_sc_hd__xor2_1: 5
sky130_fd_sc_hd__ha_1: 1
sky130_fd_sc_hd__xnor2_1: 13
sky130_fd_sc_hd__nor3_1: 2
sky130_fd_sc_hd__nand3_2: 1
sky130_fd_sc_hd__and3_1: 2
sky130_fd_sc_hd__nand2_1: 6
sky130_fd_sc_hd__dfxtp_1: 21
sky130_fd_sc_hd__nor2_1: 4
cells by family (layout without fill, tap and decap cells):
family | count (synthesis) | after routing | share of synthesized area
adder cells (fa/ha/maj) | 1 | 1 | 0.0158
AND/OR/NAND/NOR | 31 | 31 | 0.217
buffers and inverters | 3 | 8 | 0.0143
XOR/XNOR | 19 | 19 | 0.220
flip-flops | 21 | 21 | 0.532
report_power, final:
group / internal [mW] / total [mW] / leakage, nW / switching (mW)
clock network: 0.0988 / 0.190 / 0.0255 / 0.0914
registers: 0.298 / 0.298 / 0.169 / 0
logic: 0 / 0.0000000998 / 0.0998 / 0
total: 0.397 / 0.489 / 0.294 / 0.0914
worst max-delay path by stage:
| stage | from | end | slack [ps] | cells past startpoint |
|---|---|---|---|---|
| 6_report | count[0] | count[18] | 1040 | 5 |
| 5_1_grt | count[0] | count[18] | 940 | 5 |
| 4_1_cts | count[0] | count[18] | 1040 | 5 |
metal layers:
layer  wire [um]  GRT usage
met5           0          0
met4           1    0.00599
met3          35    0.00858
met2         529     0.0500
met1         584     0.0419
per-stage QoR:
stage	utilization	setup slack [ps]	power [mW]
5_1_grt	0.221	943	0.509
6_report	0.221	1040	0.489
2_1_floorplan	-	1120	0.305
3_3_place_gp	0.209	1090	0.305
4_1_cts	0.221	1040	0.495
3_5_place_dp	0.209	1060	0.305
Power figures rest on the tool's default switching activity, not on a simulated workload.

[run.sh]
#!/bin/bash
# OpenROAD 26Q1-2900-gdf79404cd8, Yosys 0.63+post, stock flow scripts
make -C /OpenROAD-flow-scripts/flow DESIGN_CONFIG=/design/flow/config.mk WORK_HOME=/design/flow/orfs finish
[config.mk]
export PLATFORM = sky130hd
export DESIGN_NAME = register
export DESIGN_NICKNAME = register
export VERILOG_FILES = /design/flow/design.v
export SDC_FILE = /design/flow/constraint.sdc
export NUM_CORES = 4
export LEC_CHECK = 1
export CORE_AREA = 10 10 85 85
export DIE_AREA = 0 0 95 95
[constraint.sdc]
current_design register

set clk_period 1.1
set clk_io_pct 0.2

create_clock -name clk0 -period $clk_period [get_ports {clock}]

set non_clock_inputs [all_inputs -no_clocks]
set_input_delay [expr $clk_period * $clk_io_pct] -clock clk0 $non_clock_inputs
set_output_delay [expr $clk_period * $clk_io_pct] -clock clk0 [all_outputs]
[design.v]
module register (input logic clock, reset, add, shift, C,
              input logic[7:0] Qin, Sum, output logic[15:0] AQ);
logic Creg;  
always_ff @ (posedge clock)
  if (reset)   
  	begin
	   Creg <= 0;
	   AQ[15:8] <= 0;
	   AQ[7:0] <= Qin;  
	end
  else if (add)  
  	begin
      	   Creg <= C;
 	   AQ[15:8] <= Sum;
 	end
  else if (shift)  
  	begin
  	  {Creg,AQ} <= {1'b0,Creg,AQ[15:1]};
  	end
endmodule
==> summary.txt <==
The implementation run finished. The flow ran to the end, and the final reports show no timing, DRC or antenna violations. Fill cells in the final layout number 583. Per the STA report, the cell with the highest stage delay on the worst path is edfxtp_1.

In this run the tool buffered the top-level ports with 36 buffer cells. Yosys stat chip area landed at 761 sq um. The worst setup path is captured at a primary output.

The final report lists the setup-violating endpoint count as 0. According to the timing report, the arrival time at the worst endpoint equals 830 ps. Delay of the slowest cell on the worst path landed at 350 ps. Proportion of synthesized chip area in sequential cells landed at 55.3%. Per the slew report, the remaining headroom to the max-slew limit stands at 89.0%.

Flip-flop and latch count after synthesis landed at 17. Per STA, the endpoint of the critical path is AQ[0]. At the end of the flow the core is filled with cells to 24.8%.

Sum of routed wire length over all layers landed at 2150 um. Residual overflow from global routing landed at 0. The DRC violation total left in the routed layout is recorded as 0. Buffer levels on the longest clock path landed at 2. In this run the number of H-tree levels came out at 1. Layout-stage area growth over the synthesis result landed at 78.6%. Looking at the gate-level netlist, the highest instance count belongs to dfxtp_1.

The cell sitting at the root of the clock tree is a clkbuf_8. Routability congestion estimate landed at 0.800. Top-area cell type share of the netlist area landed at 31.6%. Listed in order, past its start point the critical path passes dlygate4sd2_1. Number of cells traversed by the worst hold path landed at 3. Across all register-to-register paths, the minimum setup slack is 80 ps. The routed layout has 629 vias. Remaining number of nets flagged by the antenna check after routing landed at 0.

From left edge to right edge, the die measures 95 um. Post-DP HPWL landed at 1770 um. TritonCTS built the clock tree.

Share of final-layout standard cells stronger than drive strength 1 landed at 35.5%. Row count landed at 27. Core utilization before placement landed at 13.9%.

For the pin with the worst max-slew slack, the measured transition is 160 ps. The average instance in the mapped netlist occupies 13.1 sq um. Via count of the first global-routing pass landed at 663. Detail-routed via count per cell landed at 3.46. The initial antenna violation count is 0. Total number of warnings across the stage logs landed at 26. Final sum of negative setup slack landed at 0 ps. STA classifies the critical path startpoint as a flop. In this run the critical register-to-register path is launched from AQ[4]. Count of library flops with an enable pin landed at 8.

The report puts the hold buffer count at CTS at 0. In the synthesized netlist the async set-or-reset flop fraction comes to 0%. In this run the maximum-capacitance check reported violations numbering 0. The most critical min-delay path falls under primary input to flop.

Number of cells on the critical path landed at 1. Summed instance area of the synthesized netlist landed at 761 sq um. Max-slew violation total from the final report landed at 0. The commonest register cell is dfxtp_1. The smallest clock period supported by the final layout is computed as 1050 ps. The worst register-to-register path depth is 2. Per the timing report, the achievable frequency comes out to 951 MHz. According to the I/O placement log, the pin count is 37. For the final database, setup skew stands at 4.69 ps.

The worst setup path is of the flop to primary output kind. Number of antenna diodes landed at 0. Peak supply drop landed at 0.437 mV.

The first detailed-routing pass ran for 4 iterations. In this run the static leakage power is 0.570 nW. Endpoints failing hold in the final report were tallied at 0. Setup repair after global routing left no endpoint under its margin. Of all nets on the critical path, the largest fanout is 1. Final routed wire length divided by cell count landed at 11.8 um. Counting the buffers created by CTS gives 3.

Number of warning messages in the yosys log landed at 1. For reference, the top cells by area after synthesis are edfxtp_1, dfxtp_1, mux2_2. The number of cells reported by Yosys stat comes to 58. The endpoint identified for the worst register-to-register timing path is AQ[3]. Chip footprint landed at 9030 sq um. As reported, the later end of the worst-skew pair has a clock insertion delay of 250 ps. The script reports the combined buffer and inverter count of the critical path as 1. The timing report attributes the biggest portion of critical-path delay to flip-flops. Core area landed at 5470 sq um. Cell count after synthesis landed at 58.

For this run, the total global-route usage over all layers was measured as 4.64%. From bottom edge to top edge, the die measures 95 um. Entering global routing, the biggest net connects 10 pins.

The flow reported a cell area power density of 1110 nW/um^2. OpenSTA lists the critical path startpoint as AQ[0]. The violation tally recorded at the end of detailed-routing iteration 0 is 12.

Of all cell types, the one taking the most synthesized area is edfxtp_1. Clock sink count landed at 17. On the worst setup and hold paths after CTS, the clock-pin slew comes to 60 ps. The first global-routing pass estimated 3310 um of wire. The required time at the worst endpoint is listed as 880 ps.

Final critical-path share of the clock period landed at 95.5%. Number of library cell types mapped by synthesis landed at 13.
-- kinds of logic after synthesis --
logic type / synth area share, %
flops: 55.3
buf+inv: 3.95
mux: 22.4
simple gates: 8.22
compound gates: 10.2
-- placed cells by master, fill, tap and decap left out, types with 3 or more instances in the layout --
master            n
clkdlybuf4s50_1  17
buf_4            14
nor2b_1           8
mux2i_1           8
a211oi_1          7
clkbuf_8          3
mux2_2            8
edfxtp_1          8
dfxtp_2           7
clkdlybuf4s15_1   6
dlygate4sd2_1    10
-- power breakdown --
group          total [mW]  internal, mW  leakage [nW]  switching, mW
clock network       0.450         0.256        0.0228          0.193
registers           0.751         0.727         0.157         0.0239
logic               0.306         0.213         0.390         0.0930
-- how the worst min path moves through the flow --
stage	from	to
CTS	C	Creg
finish	add	Creg
global route	add	Creg
-- layout make-up --
| type | count | area (sq um) | share of cell area, % |
|---|---|---|---|
| multi-input combinational | 36 | 315 | 23.2 |
| tap | 72 | 90.1 | 6.63 |
| timing repair buffer | 52 | 475 | 35.0 |
| inverter | 1 | 3.75 | 0.276 |
| clock buffer | 4 | 45.0 | 3.31 |
| sequential | 17 | 429 | 31.6 |
-- per-stage QoR --
stage | instance area (sq um) | total power, mW | hold slack [ps] | std cells | worst slack (ps)
final | 1360 | 1.51 | 383 | 182 | 49.0
after global routing | 1360 | 1.59 | 405 | 182 | 2.67
after CTS | 1350 | 1.54 | 553 | 182 | -0.326
after detailed placement | 1290 | 1.09 | 569 | 176 | -362
after global placement | 1290 | 1.08 | 553 | 176 | -332
after floorplan | 761 | 0.855 | 372 | 58 | 4.12
-- worst reg2reg max path, cell delays in order (launching register included) --
cell	delay [ps]
edfxtp_1	380
buf_4	140
mux2_2	250
-- timing repair --
item,4_1_cts,5_1_grt
setup endpoints to repair,32,13
pin swaps,0,0
resized,33,4
buffers inserted,2,0
endpoints found under the hold margin,0,0
-- layer usage --
metal / global-route usage, % / vias up / part of all wire [%] / wire length, um
met5: 0 / - / 0 / 0
met4: 0.249 / 0 / 0 / 0
met3: 2.32 / 0 / 12 / 257
met2: 7.04 / 32 / 43 / 933
met1: 6.16 / 276 / 45 / 961
li1: - / 321 / - / -
-- flip-flops by register name (all words and copies together), names as in the netlist --
signal / count
AQ: 16
Creg: 1
Power figures rest on the tool's default switching activity, not on a simulated workload.
